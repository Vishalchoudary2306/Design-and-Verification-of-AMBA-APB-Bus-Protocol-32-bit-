File: flow/config.mk
export PLATFORM = sky130hd
export DESIGN_NAME = apb_s
export DESIGN_NICKNAME = apb_s
export VERILOG_FILES = /design/flow/design.v
export SDC_FILE = /design/flow/constraint.sdc
export NUM_CORES = 4
export LEC_CHECK = 1
export CORE_UTILIZATION = 50
File: flow/design.v
`timescale 1ns/1ps
module apb_s
(
    input  pclk,
    input  presetn,
    input [31:0] paddr,
    input psel,
    input penable,
    input [7:0] pwdata,
    input pwrite,
    output reg [7:0] prdata,
    output reg pready,
    output     pslverr
);
  localparam [1:0] idle = 0, write = 1, read = 2;
  reg [7:0] mem[16];
  reg [1:0] state, nstate;
  bit  addr_err , addv_err, data_err;
  always@(posedge pclk, negedge presetn)
    begin
      if(presetn == 1'b0)
          state <= idle;
      else
          state <= nstate;
    end
  always@(*)
    begin
    case(state)
     idle:
     begin
        prdata    = 8'h00;
        pready    = 1'b0;
            if(psel == 1'b1 && pwrite == 1'b1)  
                nstate = write;
            else if (psel == 1'b1 && pwrite == 1'b0)
                nstate = read;
            else
                nstate = idle; 
      end   
     write:
     begin
        if(psel == 1'b1 && penable == 1'b1)
        begin 
                 if(!addr_err && !addv_err && !data_err )
                    begin
                    pready = 1'b1;
                    mem[paddr]  = pwdata;
                    nstate      = idle;
                    end
                else
                     begin
                     nstate = idle;
                     pready = 1'b1;
                     end     
        end
    end
    read:
     begin
        if(psel == 1'b1 && penable == 1'b1 )
        begin
            if(!addr_err && !addv_err && !data_err )
                 begin
                 pready = 1'b1;
                 prdata = mem[paddr];
                 nstate      = idle;
                 end
            else
                begin
                pready = 1'b1;
                prdata = 8'h00;
                nstate      = idle;
                end
        end
    end
    default : 
    begin
        nstate = idle; 
        prdata    = 8'h00;
        pready    = 1'b0;
     end
    endcase
    end
reg av_t = 0;
always@(*)
begin
if(paddr >= 0)
  av_t = 1'b0;
else
  av_t = 1'b1;
end
reg dv_t = 0;
always@(*)
begin
if(pwdata >= 0)
  dv_t = 1'b0;
else
  dv_t = 1'b1;
end
assign addr_err = ((nstate == write || read) && (paddr > 15)) ? 1'b1 : 1'b0;
assign addv_err = (nstate == write || read) ? av_t : 1'b0;
assign data_err = (nstate == write || read) ? dv_t : 1'b0;
assign pslverr  = (psel == 1'b1 && penable == 1'b1) ? (
  addv_err || addr_err || data_err) : 1'b0;
endmodule
File: flow/constraint.sdc
current_design apb_s

set clk_period 2.5
set clk_io_pct 0.2

create_clock -name clk0 -period $clk_period [get_ports {pclk}]

set non_clock_inputs [all_inputs -no_clocks]
set_input_delay [expr $clk_period * $clk_io_pct] -clock clk0 $non_clock_inputs
set_output_delay [expr $clk_period * $clk_io_pct] -clock clk0 [all_outputs]
File: flow/run.sh
#!/bin/bash
# OpenROAD 26Q1-2900-gdf79404cd8, Yosys 0.63+post, stock flow scripts
make -C /OpenROAD-flow-scripts/flow DESIGN_CONFIG=/design/flow/config.mk WORK_HOME=/design/flow/orfs finish
==> results.ini <==
[logic_synthesis]
syn_inst=404
synth-edff-count=0
yosys_cells=404
flop_cell=dlxtn_1
yosys_warnings=2
synth_top_cell_by_area=dlxtn_1
ys_types=44
ys_ff=141
post_synth.cell_area_avg_um2=9.86
yosysChipArea_mm2=0.00399
topCellsByArea=dlxtn_1, and3b_1, nor3b_1
syn_area_mm2=0.00399
async_reset_ff_share_pct=1.42
yosysTopAreaCellShare_pct=52.4

[place]
placed_cell_area_mm2=0.00452
io_buffers=54
dp_hpwl_um=6630
gp_congestion=0.862

[timing]
setup_viol=0
maxSlewHeadroom_pct=43.6
unclocked_pins=139
fin_crit_sh_pct=97.2
final_hold_viol_count=0
final.min_clock_period_ps=2430
max_freq_mhz=412
drv_slew=0
worst_pin_slew_ps=843
untimed_endpoints=150

[route]
ant_nets=0
drc_errors=0
wire_per_inst_um=17.8
drt_wl_total_um=9600
antenna_cells=0
route.vias.total=3022
drt-initial-drc-count=152
drt_pass1_iterations=4
vias_per_cell=5.62

[clock_network]
cts_tree=yes
htreeDepth=1
cts_buffers=3
clk_path_buf_depth=2
cts_root_buffer=clkbuf_8
clk_pin_slew_ps=30

[critical_path]
setup.worst_path.start=paddr[29]
cp.arrival_ps=1930
path_class=primary input to output pin
worst_setup_path_end_kind=output pin
startpoint_type=primary input
path_max_fanout=2
crit_required_ps=2000

[global_routing]
grt_use_total_pct=25.0
overflow=0
grt_antenna_before_repair=0
grt_pass1_vias=2804
grt_max_degree=77
grt_pass1_wl_um=15400

[die]
chipArea_mm2=0.00833
core_mm2=0.00773
initial_core_util_pct=51.6
die_height_um=91.3
fp-row-count=32
chipWidth_um=91.3
ioPinCount=55

[finish]
final_layout_size_suffix_gt1_share_pct=8.03
design_area_mm2=0.00459
synthToLayoutAreaGrowth_pct=15.1
utilization_pct=59.4
n_fill_cell=639

[pwr]
p_leak_nw=2.13
p_per_area_mw_per_mm2=135
ir_worst_vdd_mv=0.322

[status]
status=completed

[run]
cap_viol_max_count=0
warning_count=28

[min_path]
hp-class=primary input to asynchronous set/reset pin

layout make-up:
type	instances	area [µm²]	area share, %
clock buffer	3	41.3	0.900
inverter	3	11.3	0.245
multi-input combinational	227	1670	36.4
sequential	141	2140	46.6
tap	102	128	2.78
timing repair buffer	62	601	13.1
critical path, stage by stage:
cell,delay [ps]
clkdlybuf4s50_1,420
nor4_2,290
nand4_2,140
nor2_1,110
nor2_1,60
clkdlybuf4s50_1,410
cells in the final DEF (no fill, tap or decap), types with 9 or more instances in the layout:
| cell type | n |
|---|---|
| o21ai_0 | 33 |
| and3_1 | 22 |
| clkdlybuf4s50_1 | 48 |
| nor3b_1 | 22 |
| and3b_1 | 29 |
| nand3_1 | 9 |
| nand4_1 | 11 |
| dlxtn_1 | 139 |
| and2_1 | 9 |
how the worst max path moves through the flow:
stage / slack [ps] / to
finish: 70 / pslverr
CTS: 40 / pslverr
global route: -10 / pslverr
through the flow:
step	total power, mW	cells	hold WS, ps	setup slack, ps	setup TNS (ps)
3_3_place_gp	0.489	534	667	71.2	0
2_1_floorplan	0.347	404	204	847	0
3_5_place_dp	0.494	534	671	44.2	0
5_1_grt	0.664	538	458	-10.3	-10.3
6_report	0.619	538	451	70.2	0
4_1_cts	0.623	537	450	42.3	0
cells by family (layout without fill, tap and decap cells):
family,after synthesis,count (layout),share of synthesized area [%]
latches,139,139,52.4
and+or+nand+nor,143,143,26.2
AOI/OAI and AO/OA,76,76,12.9
muxes,5,5,1.57
adders and majority gates,3,3,0.942
buffers and inverters,36,68,4.77
DFF,2,2,1.26
flip-flops by register name (all words and copies together) (netlist names):
| register | flops |
|---|---|
| nstate | 2 |
| mem | 128 |
| pready | 1 |
| state | 2 |
| prdata | 8 |
power breakdown:
group	leakage [nW]	switching, mW	internal [mW]
sequential	1.15	0.0206	0.167
clock	0.0216	0.0249	0.102
combinational	0.957	0.168	0.137
repair_timing:
| item | 4_1_cts | 5_1_grt |
|---|---|---|
| hold buffers | 0 | 0 |
| setup endpoints to repair | 0 | 1 |
| setup buffers | 0 | 1 |
| gates resized | 0 | 6 |
synthesized netlist by cell type (6+ instances only):
master       n
a21oi_1      7
nor2b_1      6
nor2_1       6
nor3b_1     22
clkbuf_1    13
a32oi_1      7
nand4_1     11
and3_1      22
o221a_2      6
nand2_1      8
dlxtn_1    139
o21ai_0     33
buf_2       14
and3b_1     29
nand3_1      9
and2_1       9
o2111ai_1    7
a22oi_1      7
routing by layer:
layer / track usage (%) / wire (µm) / vias to the layer above
met3: 4.59 / 729 / 8
met5: 0 / 0 / -
met4: 3.84 / 163 / 0
li1: - / - / 1525
met2: 34.8 / 4060 / 98
met1: 43.1 / 4650 / 1391
Power is estimated from default activity; no workload was simulated.
